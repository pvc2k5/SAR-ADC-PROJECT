==> design/flow/design.v <==
module sar_logic_10bit (
    input  wire         clk,             
    input  wire         rst_n,           
    input  wire         comparator_out,  
    output reg  [9:0]   D,               
    output reg          sample_clk,      
    output reg          reg_clk,         
    output reg          EOC              
);
    reg [3:0] counter;     
    reg [9:0] seq;         
    always @(posedge clk or negedge rst_n) begin
        if (!rst_n) begin
            counter     <= 0;
            seq         <= 10'b1000_0000_00;  
            D           <= 10'b0000_0000_00;
            sample_clk  <= 1'b1;
            reg_clk     <= 1'b0;
            EOC         <= 1'b0;
        end else begin
            case (counter)
                0: begin
                    sample_clk <= 1'b1; 
                    reg_clk    <= 1'b0;
                    D          <= 10'b0000_0000_00;
                    seq        <= 10'b1000_0000_00;
                    counter    <= counter + 1;
                    EOC        <= 0;
                end
                1,2,3,4,5,6,7,8,9,10: begin
                    sample_clk <= 1'b0;
                    D <= (D & ~seq) | (comparator_out ? seq : 10'b0);
                    seq <= seq >> 1;
                    counter <= counter + 1;
                    reg_clk <= 0;
                    EOC <= 0;
                end
                11: begin
                    reg_clk <= 1;
                    EOC     <= 1;    
                    counter <= 0;    
                end
            endcase
        end
    end
endmodule
==> design/flow/run.sh <==
#!/bin/bash
# OpenROAD 26Q1-2900-gdf79404cd8, Yosys 0.63+post, stock flow scripts
make -C /OpenROAD-flow-scripts/flow DESIGN_CONFIG=/design/flow/config.mk WORK_HOME=/design/flow/orfs finish
==> design/flow/constraint.sdc <==
current_design sar_logic_10bit

set clk_period 2.2
set clk_io_pct 0.2

create_clock -name clk0 -period $clk_period [get_ports {clk}]

set non_clock_inputs [all_inputs -no_clocks]
set_input_delay [expr $clk_period * $clk_io_pct] -clock clk0 $non_clock_inputs
set_output_delay [expr $clk_period * $clk_io_pct] -clock clk0 [all_outputs]
==> design/flow/config.mk <==
export PLATFORM = sky130hd
export DESIGN_NAME = sar_logic_10bit
export DESIGN_NICKNAME = sar_logic_10bit
export VERILOG_FILES = /design/flow/design.v
export SDC_FILE = /design/flow/constraint.sdc
export NUM_CORES = 4
export LEC_CHECK = 1
export CORE_AREA = 10 10 101 101
export DIE_AREA = 0 0 111 111
==> flow_summary.ini <==
; generated from flow reports
[die]
fp.dieW_um = 111
core_area_um2 = 8130
die_h_um = 111
fp_util_pct = 14.1
rows = 33
chip_area_um2 = 12300
ioPinCount = 16

[synthesis]
async_reset_ff_share_pct = 100
ys_types = 24
avgSynthCellArea_um2 = 12.1
ys_top_cells_by_count = dfrtp_1, a32o_1, o211ai_1, a22o_1
edf_count = 0
ys.flop_type = dfrtp_1
synth_cells = 95
ys_cells = 95
ys.flops = 25
yosys_area_um2 = 1140
top_cell_area_share_pct = 52.5
ys_seq_share_pct = 54.8
synth.most_common_cell = dfrtp_1
netlist_area_um2 = 1140
topCellsByArea = dfrtp_1, a32o_1, a22o_1
yosysTopAreaCell = dfrtp_1
synth_warnings = 1

[run]
tool_warnings = 29
cap_violations = 0

[setup_path]
reg2reg_slack_ns = 0.14
r2r_cells = 7
cpMaxStageDelayCell = dfrtp_2
worstPathMaxFanout = 16
r2r_start = counter[0]$_DFFE_PN0P_
required_ns = 2.36
max_stage_delay_ns = 0.43
critPathBufInv = 2
r2r_end = D[4]$_DFFE_PN0P_
cp-start-kind = flop
arrival_ns = 2.22
criticalPathCategory = flop to flop
end_kind = flop
path_cells = inv_1 > ha_1 > or3b_1 > a211oi_2 > nor2_1 > buf_12 > a32o_1
critPathTopFamily = simple AND/OR/NAND/NOR gates

[global_routing]
grt_first_pass_wirelength_um = 4220
grt_max_degree = 26
groute.usage.overall_pct = 3.93
grt_pass1_vias = 848
grt-ovfl-total = 0
antenna_found_initial = 0

[clock_network]
numCtsBuffers = 3
clock_path_buffers = 2
clk_latency_ns = 0.27
htreeDepth = 1
cts_tree = built
root_buffer = clkbuf_8
cts_num_sinks = 25
clk_pin_slew_ns = 0.09

[min_path]
hp-start = D[0]$_DFFE_PN0P_
worstHoldEndpoint = D[0]$_DFFE_PN0P_
min_path_type = flop to flop
hold_depth = 1

[place]
io_buffers = 15
place_congestion = 0.772
hpwlAfterDp_um = 1640

[final_layout]
synthToLayoutAreaGrowth_pct = 31.3
utilization_pct = 18.5
layout-drive-gt1-share_pct = 13.3

[route]
n_antenna_cell = 0
route.met3.wl_um = 126
wl_per_cell_um = 10.7
wl_met1_um = 1110
detail-route-antenna-nets = 0
dr_total_vias = 828
drt_iter0_markers = 51
drc_errors = 0
wl_met2_um = 1090
first_pass_iters = 4
viasPerCell = 3.80
topRoutingLayerUsed = met4
postRouteWirelength_um = 2340

[run_status]
outcome = finished, final reports clean

[power_and_ir_drop]
power_density_nw_per_um2 = 523
finalPower_mw = 0.786
power_leakage_nw = 0.601
ir_drop_mv = 0.282

[sta]
finalCritPeriodShare_pct = 93.5
tightest_slew_ns = 0.403
fin_setup_tns_ns = 0
drv_slew = 0
rsz0062_at_grt = false
finalCriticalPeriod_ns = 2.06
fmax_mhz = 486
slew_headroom_pct = 72.8
finalHoldViolCount = 0
finalSetupViolCount = 0
fin_skew_ns = 0.00166
## cell families after synthesis
| kind of cell | count (synthesis) | synth area share (%) |
|---|---|---|
| AND-OR/OR-AND | 38 | 27.7 |
| flip-flops | 25 | 54.8 |
| AND/OR/NAND/NOR | 14 | 5.79 |
| buffers and inverters | 11 | 4.70 |
| adder cells (fa/ha/maj) | 5 | 5.46 |
| XOR/XNOR | 1 | 0.765 |
| multiplexers | 1 | 0.874 |
## placed cells by master (no fill, tap or decap), types with 2 or more instances in the layout
cell             Yosys  routed
a32o_1              11      11
clkbuf_8             0       3
nand2b_1             2       2
ha_1                 5       5
clkdlybuf4s50_1      0      15
o21ai_0              3       3
a22o_1               9       9
nand2_1              5       5
inv_1                2       2
buf_4                2       7
nor2_1               4       4
a21oi_1              2       2
dfrtp_1             24      23
o211ai_1            10      10
## registers in the layout, summed over array words and instances, names as in the netlist
name,flops
D,10
seq,10
counter,4
reg_clk,1
## final cells by class
| type | count | area, µm² |
|---|---|---|
| well taps | 105 | 131 |
| clock inverters | 1 | 7.51 |
| clock buffers | 3 | 41.3 |
| fillers | 877 | 6630 |
| repair buffers | 23 | 223 |
| multi-input cells | 59 | 464 |
| inverters | 2 | 7.51 |
| flip-flops and latches | 25 | 628 |
## power breakdown
part	switching, mW	total [mW]	internal (mW)
Clock	0.152	0.281	0.128
Combinational	0.0134	0.0328	0.0194
Sequential	0.00492	0.472	0.467
## how the worst max path moves through the flow
| stage | start | endpoint | slack (ns) | cells past startpoint |
|---|---|---|---|---|
| 6_report | counter[0]$_DFFE_PN0P_ | D[4]$_DFFE_PN0P_ | 0.14 | 7 |
| 5_1_grt | counter[0]$_DFFE_PN0P_ | D[4]$_DFFE_PN0P_ | 0.003 | 7 |
| 4_1_cts | counter[0]$_DFFE_PN0P_ | D[2]$_DFFE_PN0P_ | 0.09 | 7 |
## metrics by stage
stage	cells	setup slack, ns	hold slack, ns	area [µm²]
after global routing	218	0.00293	0.518	1500
after floorplan	95	0.291	0.144	1140
final	218	0.142	0.499	1500
after detailed placement	212	0.0996	0.483	1440
after CTS	216	0.0883	0.505	1490
after global placement	212	0.152	0.483	1440
## routing by layer
layer	global-route usage [%]	vias to the layer above
li1	-	400
met1	5.27	414
met2	6.25	12
met3	1.42	2
met4	0.174	0
met5	0	-
## worst register-to-register path: stages, from the launching register on
cell	delay [ns]
dfrtp_2	0.43
inv_1	0.08
ha_1	0.22
or3b_1	0.39
a211oi_2	0.25
nor2_1	0.15
buf_12	0.17
a32o_1	0.26
## repair_timing
action,in CTS,in global routing
hold buffers,0,0
endpoints found under the setup margin,0,18
setup buffers,0,2
resized,0,1
No activity file was given, so power comes from the tool's default toggle rates.
